### config.mk
export PLATFORM = sky130hd
export DESIGN_NAME = Retrocon
export DESIGN_NICKNAME = Retrocon
export VERILOG_FILES = /design/flow/design.v
export SDC_FILE = /design/flow/constraint.sdc
export NUM_CORES = 4
export LEC_CHECK = 1
export CORE_UTILIZATION = 50
### design.v
module PPI8255_SLT(
	input RST,
	input [1:0] A,
	input CSb,
	input RDb,
	input WRb,
	input MREQb,
	input RFSHb,
	input SEL_PPI,
	input [1:0] PAGE,
	input [7:0] DIN,
	input [7:0] PB,
	output reg [3:0] SLTb,
	output [7:0] PC,
	output reg [7:0] DOUT
);
	reg [7:0] REGA;
	reg [7:0] REGC;
	reg [7:0] regCTRL;	 
	assign PC = REGC;
	always @(*)
	begin
		case (A)
			2'b00: DOUT = REGA;
			2'b01: DOUT = PB;
			2'b10: DOUT = REGC;
			2'b11: DOUT = regCTRL;
		endcase
	end
	always @(posedge RST or posedge WRb)
	begin
		if (RST)
		begin
			regCTRL = 8'h9b;
			REGA = 8'h00;
			REGC = 8'h00;
		end
		else if (~CSb)
			begin
				case ({A,DIN[7]})
					3'b000: REGA = DIN;
					3'b100: REGC = DIN;
					3'b110: REGC[ DIN[3:1] ] = DIN[0];
					3'b001: REGA = DIN;
					3'b101: REGC = DIN;
					3'b111: regCTRL = DIN;
				endcase
			end
	end
	reg [1:0] YPA;	 
		reg EN153;
		always @(*)	 
		begin
			if (RST)
				EN153 = 1'b0;
			else
				if( SEL_PPI)
					EN153 = 1'b1;
		end
		always @(*)
		begin
			if (EN153)
			begin
				case (PAGE)
					2'b00: YPA = REGA[1:0];
					2'b01: YPA = REGA[3:2];
					2'b10: YPA = REGA[5:4];
					2'b11: YPA = REGA[7:6];
				endcase
			end
			else
				YPA = 2'b00;
		end
		assign ENSLT = ~MREQb & RFSHb;
		always @(*)
		begin
			if (ENSLT)
				case (YPA)
					2'b00: SLTb = 4'b1110;
					2'b01: SLTb = 4'b1101;
					2'b10: SLTb = 4'b1011;
					2'b11: SLTb = 4'b0111;
				endcase
			else	
				case (YPA)
				2'b00: SLTb = 4'b1111;
				2'b01: SLTb = 4'b1111;
				2'b10: SLTb = 4'b1111;
				2'b11: SLTb = 4'b1111;
			endcase
		end
endmodule
module Retrocon (
	input [15:14] addrH,
	input [7:0] addrL,
	inout [7:0] data,
	input addr13_8b,	 
	input RSTb,
	input WRb,
	input RDb,
	input IORQb,
	input MREQb,
	input M1b, 
	input VDP_INTb,
	input SLT_INTb,
	input [7:0] PB,		 
	input RFSHb,
	output CAPS,			 
	output [3:0] keyMAT,	 
	output PSGBC1,			 
	output PSGBDIR,		 
	output CK_RTCAL,		 
	output RTCCSb,			 
	output VDP_CSWb,
	output VDP_CSRb,
	output RAM_CSb,		 
	output ROM_OEb,		 
	output CPU_INTb,
	output SPK,				 
	output [2:1] SLTbo,
	output PG1RDb,
	output PG2RDb,
	output PG12RDb,
	output [4:0] RAMA,		 
	output reg [2:0] ROMA	 
);
	PPI8255_SLT xPPI(
		.RST(~RSTb),
		.A(addrL[1:0]),
		.CSb(1'b0),
		.RDb( ~SEL_PPI | RDb ),
		.WRb( ~SEL_PPI | WRb),
		.DIN(data),
		.MREQb(MREQb),
		.RFSHb(RFSHb),
		.PB(PB),
		.SLTb(SLTb),
		.PC(PC),
		.SEL_PPI(SEL_PPI),
		.PAGE(addrH),
		.DOUT(DOPPI)
	);
	ramMapper xrMapper(
		.RSTb(RSTb),
		.DIN(data),
		.IOMM(IOMM),
		.WRb(WRb),
		.RN(addrL[1:0]),
		.PAGE(addrH),
		.MO(MMUX),		 
		.DOUT(DOMM)
	);
	wire [7:0] DOMM;	 
	wire [7:0] MMUX;	 
	slotExp xsltExp_0(	
		.RSTb(RSTb),
		.ADFFFF(ADFFFF),
		.SLTSL(~SLTb[0]),		 
		.WRb(WRb),
		.DIN(data),				 
		.PAGE(addrH[15:14]),
		.DOUT(DOSSREG),		 
		.subSLT(SLT0SS),		 
		.outSSREG(outSSREG)	 
	);
	wire [7:0] PC, DOPPI;	 
	wire [3:0] SLT0SS;	 
	wire [7:0] DOSSREG;	 
	wire [3:0] SLTb;
	reg [1:0] sysREG;
	assign SPK = PC[7];
	assign CAPS = ~PC[6];
	assign IORQ = ~IORQb;
	assign ADFFFF = (addrH == 2'b11) & (addrL == 8'hff) & ~addr13_8b;
	assign IOC2F = IORQ & addrL[7] & addrL[6] & M1b;	 
	assign IO82B = IORQ & addrL[7] & ~addrL[6] & M1b;   
	assign IO98 = IO82B & ( addrL[5:3] == 3'b011);     
	assign IOA0 = IO82B & ( addrL[5:3] == 3'b100);     
	assign IOA8 = IO82B & ( addrL[5:3] == 3'b101);     
	assign IOB0 = IO82B & ( addrL[5:3] == 3'b110);     
	assign IOB8 = IO82B & ( addrL[5:3] == 3'b111);     
	assign SEL_PPI = IOA8;
	assign SEL_PSG = IOA0;
	assign SEL_RTC = IOB0;
	assign SEL_VDP = IO98;
	assign IOF0 = IOC2F & ( addrL[5:3] == 3'b110);	 
	assign IOSYS = IOF0;
	assign CLK_IOSYS = WRb | ~IOSYS | ~(addrL[2:0] == 3'b101);	 
	always @(negedge RSTb or posedge CLK_IOSYS)
	if (~RSTb)
		sysREG = 2'b00;
	else	
		sysREG = {data[7], data[0]};	 
	assign RTCEN = sysREG[1];
	assign RTCDEC = RTCEN & IOB0 & ( addrL[2:1] == 2'b10);
	assign RTCCSb = ~(RTCDEC & addrL[0]);	 
	assign CK_RTCAL = RTCDEC  & ~addrL[0] & WRb;	 
	assign SLTbo[2:1] = SLTb[2:1];
	assign PG12RDb = PG1RDb & PG2RDb;
	assign PG1RDb = ~(~addrH[15] & addrH[14] & ~RDb);
	assign PG2RDb = ~(~addrH[14] & addrH[15] & ~RDb);
	assign PG0RDb =  ~( (addrH == 2'b00) & ~RDb) ; 
	assign RAMA = MMUX;
	assign RAM_CSb = ~SLT0SS[2] | ADFFFF;
	assign ROM_OEb1 =  ~(SLT0SS[0] & ( ~PG1RDb | ~ PG0RDb));	 
	assign ROM_OEb2 =  ~(SLT0SS[1] & ( ~PG1RDb) );	 
	assign ROM_OEb3 =  ~(SLT0SS[3] & ( ~ PG0RDb ));	 
	assign ROM_OEb =  ROM_OEb1 & ROM_OEb2 & ROM_OEb3;
	always @(*)
	case ({SLT0SS,addrH})
		6'b0001_00: ROMA = 3'b000;	 
		6'b0001_01: ROMA = 3'b001;	 
		6'b1000_00: ROMA = 3'b010;	 
		6'b0010_01: ROMA = 3'b011;	 
		default: ROMA = 3'b000;
	endcase
	assign PSGBC1 = ~(addrL[0] | ~SEL_PSG);
	assign PSGBDIR = ~(WRb | ~SEL_PSG);
	assign VDP_CSWb = WRb | ~SEL_VDP;
	assign VDP_CSRb = RDb | ~SEL_VDP;
	assign keyMAT = PC[3:0];
	assign enDOBUF = ~RDb & (SEL_PPI | outSSREG | IOMM) ;
	reg [7:0] DOBUF;		 
	always @(*)
	case ({SEL_PPI, IOMM, outSSREG})
		3'b100: DOBUF = DOPPI;
		3'b010: DOBUF = DOMM;
		3'b001: DOBUF = DOSSREG;
		default:
			DOBUF = DOPPI;
	endcase
	assign data = enDOBUF ? DOBUF : 'bz;
	assign CPU_INTb = SLT_INTb & VDP_INTb;
	assign IOMM = (IOC2F & (addrL[5:2] == 4'b1111));	 
endmodule
module ramMapper (
	input RSTb,
	input [4:0] DIN,
	input IOMM,			 
	input WRb,
	input [1:0] RN,	 
	input [1:0] PAGE,		 
	output reg [7:0] DOUT,
	output reg [7:0] MO		 
);
	reg [7:0] regFC, regFD, regFE, regFF;
	always @( negedge RSTb or negedge WRb)
	if (~RSTb)
	begin	
		regFC <= 8'b00000000;
		regFD <= 8'b00000001;
		regFE <= 8'b00000010;
		regFF <= 8'b00000011;
	end
	else
		if (IOMM)
		case (RN)
			2'b00: regFC <= DIN;
			2'b01: regFD <= DIN;
			2'b10: regFE <= DIN;
			2'b11: regFF <= DIN;
		endcase	
	always @(*)
	case (RN)
		2'b00: DOUT = regFC;
		2'b01: DOUT = regFD;
		2'b10: DOUT = regFE;
		2'b11: DOUT = regFF;
	endcase
	always @(*)
	case (PAGE)
		2'b00: MO = regFC;
		2'b01: MO = regFD;
		2'b10: MO = regFE;
		2'b11: MO = regFF;
	endcase
endmodule
module slotExp (	
	input RSTb,
	input ADFFFF,
	input SLTSL,
	input WRb,
	input [7:0] DIN,
	input [1:0] PAGE,
	output [7:0] DOUT,
	output reg [3:0] subSLT,
	output outSSREG
		);
	reg [7:0] regSS;
	reg [1:0] BSEL;
	always @(negedge WRb or negedge RSTb)
	if (~RSTb)
		regSS <= 8'h00;
	else
		if (ADFFFF & SLTSL)
			regSS <= DIN;
	assign DOUT = ~regSS;
	assign outSSREG = SLTSL & ADFFFF;
	always @(*)
	begin
		case (PAGE)
			2'b00: BSEL = regSS[1:0];
			2'b01: BSEL = regSS[3:2];
			2'b10: BSEL = regSS[5:4];
			2'b11: BSEL = regSS[7:6];
		endcase
	end
	always @(*)
	begin
	if (SLTSL)
		case (BSEL)
			2'b00: subSLT = 4'b0001;
			2'b01: subSLT = 4'b0010;
			2'b10: subSLT = 4'b0100;
			2'b11: subSLT = 4'b1000;
		endcase
	else
		subSLT = 4'b0000;
	end
endmodule
### run.sh
#!/bin/bash
# OpenROAD 26Q1-2900-gdf79404cd8, Yosys 0.63+post, stock flow scripts
make -C /OpenROAD-flow-scripts/flow DESIGN_CONFIG=/design/flow/config.mk WORK_HOME=/design/flow/orfs finish
### constraint.sdc
current_design Retrocon

set clk_period 8.9
set clk_io_pct 0.2

create_clock -name clk0 -period $clk_period [get_ports {WRb}]

set non_clock_inputs [all_inputs -no_clocks]
set_input_delay [expr $clk_period * $clk_io_pct] -clock clk0 $non_clock_inputs
set_output_delay [expr $clk_period * $clk_io_pct] -clock clk0 [all_outputs]
==> job_summary.md <==
### Flow metrics

| Metric | Value |
|---|---|
| Postcts setup bufs | `0` |
| Synth warn | `32` |
| Input/output buffers | `between 50 and 60` |
| Rows | `30` |
| FP Core Util | `52.0%` |
| Yosys synthesis chip area | `around 3600 sq um` |
| Post-DP HPWL | `~7000 um` |
| Flip-flops with a built-in enable | `0` |
| Netlist cell types | `around 74` |
| Status | `stopped before the end` |
| And+or+nand+nor area frac | `~17%` |
| Post-synthesis register bit count | `roughly 54` |
| Endpoints left unconstrained | `1` |
| Die W | `between 80 and 90 um` |
| Compound Share, Synth | `12.5%` |
| Synth Area in XOR/XNOR | `less than 1%` |
| Top-area cell share | `approximately 17%` |
| Pre-CTS setup slack | `approximately 230 ps` |
| # IOs | `approximately 64` |
| Cells after DPL | `around 470` |
| Cell taking the most area after synthesis | `dfrtn_1` |
| Top cells by area | `dfrtn_1, dfrtp_1, mux4_2` |
| Mux frac, synth | `between 20% and 30%` |
| Run Error | `[error] [KeplerFormal.cpp:679] Workflow failed: Iso has multiple drivers: .data5, _350_.Y0` |
| Fraction of registers with async set/reset | `a little over nine tenths` |
| Cell count in the Yosys report | `~340` |
| Gate Count Post-Synth | `339` |
| Die H | `between 80 and 90 um` |
| Post_cts resized | `0` |
| GP Congestion | `0.929` |
| Hold buffer count at cts | `0` |
| Failed at | `4_1_cts` |
| Avg Cell Area, Syn | `around 10 sq um` |
| Commonest flop | `dfrtn_1` |
| Netlist Area Pre-Place | `between 3000 and 4000 sq um` |
| Register pins left without a clock | `1` |
| Main logic family | `multiplexers` |
| Fa+ha+maj area frac | `1.06%` |
[cells in the mapped netlist, types with 6 or more instances]
master / number
a21oi_1: 11
dfrtn_1: 24
inv_1: 12
mux2_2: 19
dfstp_2: 9
mux2i_1: 17
or2_2: 6
nor3_1: 9
mux4_2: 18
o21ai_0: 17
nand2_1: 21
nor2_1: 13
nand4_1: 7
nand3_1: 7
dfrtp_1: 20
clkbuf_1: 29
buf_4: 6
[kinds of logic after synthesis]
group,count (synthesis)
compound gates,64
buf+inv,55
fa+ha+maj,3
flops,53
xor+xnor,3
other cells,1
simple gates,101
latches,1
mux,58
[metrics by stage]
| stage | hold WS [ps] | instance area [sq um] |
|---|---|---|
| global placement | 343 | 4170 |
| detailed placement | 343 | 4170 |
| floorplan | 401 | 3550 |
